File: ./design.v
module MUX_3_to_1(In1,In2,In3,out,mux_ctrl);
input [31:0] In1;
input [31:0]In2;
input [31:0]In3; 
input [1:0] mux_ctrl; 
output reg[31:0] out;  
always@(In1 or In2 or mux_ctrl) 
begin
if(mux_ctrl==0)
begin
out<=In1;
end
else if(mux_ctrl==1)
begin
out<=In2;
end
else if(mux_ctrl==2)
begin
out<=In3;
end
else
begin
out=32'bx;
end
end
endmodule
File: ./run.sh
#!/bin/bash
# OpenROAD 26Q1-2900-gdf79404cd8, Yosys 0.63+post, stock flow scripts
make -C /OpenROAD-flow-scripts/flow DESIGN_CONFIG=/design/flow/config.mk WORK_HOME=/design/flow/orfs finish
File: ./config.mk
export PLATFORM = sky130hd
export DESIGN_NAME = MUX_3_to_1
export DESIGN_NICKNAME = MUX_3_to_1
export VERILOG_FILES = /design/flow/design.v
export SDC_FILE = /design/flow/constraint.sdc
export NUM_CORES = 4
export LEC_CHECK = 1
export CORE_AREA = 10 10 71 71
export DIE_AREA = 0 0 81 81
File: ./constraint.sdc
current_design MUX_3_to_1

set clk_period 3.2
set clk_io_pct 0.2

create_clock -name clk0 -period $clk_period

set non_clock_inputs [all_inputs -no_clocks]
set_input_delay [expr $clk_period * $clk_io_pct] -clock clk0 $non_clock_inputs
set_output_delay [expr $clk_period * $clk_io_pct] -clock clk0 [all_outputs]
==> GITHUB_STEP_SUMMARY <==
## Synthesis and layout report

| Metric | Value |
|---|---|
| CP Launch Type | primary input |
| Placed cells | 276 |
| Synth cell types | 8 |
| Critical path class | in2out |
| WHS | 2.03 ns |
| Finished Cell Area | 2000 um^2 |
| Avg WL per Cell | 15.0 um |
| Outcome | completed |
| Die X-Extent | 81 um |
| Synthesis-to-finish area growth | 180% |
| Maximum number of pins on one net before global-route repair | 47 |
| # clk buffers | 0 |
| DP Area | 2000 um^2 |
| Vias per cell | 4.36 |
| Setup bufs post-CTS | 0 |
| Total Routing Usage GR | 11.5% |
| Detailed placement HPWL | 3700 um |
| FF/Latch Area | 0 um^2 |
| First-pass GRT wire length | 6150 um |
| # IOs | 130 |
| Post-synth seq share | 0% |
| Pwr dens | 130 nW/um^2 |
| Pre-Place Util | 19.7% |
| Critical path depth in cells | 5 |
| Area leader, netlist | mux2i_1 |
| Antenna violations before repair | 0 |
| Vias in the first global route | 1200 |
| Tool Warnings | 32 |
| Via count of the routed design | 1202 |
| Lkg Pwr | 0.831 nW |
| CP delay by family, top | buffers and inverters |
| Flop count | 0 |
| Routed wire length | 4140 um |
| Max-cap viol count | 0 |
| Setup_tns | 0 ns |
| Critical path buffer and inverter count | 3 |
| Total power | 260 uW |
| Post-DRT Antenna Nets | 0 |
| # diodes | 0 |
| Worst EP required | 2.56 ns |
| GRT met2 Usage | 20.2% |
| Top cells by area, synth | mux2i_1, o21ai_1, nand2_1 |
| FP Rows | 22 |
| Synth Instances | 107 |
| DRT Pass-1 Iters | 3 |
| Cell count of the worst hold path | 4 |
| CTS Hold Bufs | 0 |
| Die span in y | 81 um |
| Relative slew slack | 77.6% |
| Share of cells above drive strength 1 | 2.63% |
| Syn Area/Cell | 6.68 um^2 |
| Final Max Tran Viols | 0 |
| Slew @ Worst Pin | 0.335 ns |
| Yosys cell count | 107 |
| Core area | 3630 um^2 |
| Final setup vio count | 0 |
| Critical Path Fanout Max | 23 |
| GPL Wtd Cong | 0.811 |
| Final period utilization | 79.0% |
| Layer carrying the most global-route usage | met2 |
| Period minus WS final | 2.53 ns |
| Yosys warnings | 1 |
| Critical Path Max Stage Delay | 0.45 ns |
| Cell Count, Final, Fillers Out | 276 |
| CP max-delay cell | clkdlybuf4s50_1 |
| GRT met3 Usage | 5.35% |
| Worst setup EP type | output pin |
| Worst path cell trace | buf_2, buf_12, mux2i_1, o21ai_1, clkdlybuf4s50_1 |
| RSZ-0062 raised after global routing | no |
| PortBufs | 130 |
| Die area | 6560 um^2 |
| GR met1 Demand/Resource | 12.7% |
| Post-synth top area share | 44.8% |
| First-iteration detailed-routing DRC count | 27 |
| HP Class | in2out |
| GRT overflow | 0 |
| # DRC | 0 |
| F_max | 396 MHz |
| Chip area in the Yosys report | 714 um^2 |
| PostCTS Resize Cnt | 0 |
| Final hold vios | 0 |
| Arr. time, crit path | 1.89 ns |
| Mapped Area | 714 um^2 |
| Peak VDD IR | 0.0000581 V |
synthesized netlist by cell type:
master,count
buf_12,3
buf_2,7
buf_6,1
mux2i_1,32
nand2_1,32
o21ai_0,2
o21ai_1,28
o21ai_2,2
path summary, 6_finish.rpt:
check	end	slack (ns)	startpoint
setup / recovery	out[25]	0.67	mux_ctrl[0]
hold / removal	out[22]	2.03	mux_ctrl[1]
logic make-up (layout without fill, tap and decap cells):
| logic type | Yosys count | after routing | share of synthesized area, % |
|---|---|---|---|
| compound gates | 32 | 32 | 23.5 |
| mux | 32 | 32 | 44.8 |
| simple gates | 32 | 32 | 16.8 |
| buf+inv | 11 | 132 | 14.9 |
area by class of cell:
type / count / area, um^2
Multi-Input combinational cell: 96 / 608
Fill cell: 334 / 1630
Tap cell: 48 / 60.1
Timing Repair Buffer: 132 / 1330
cell usage in the layout, fill, tap and decap left out, drive strengths merged:
master	instances
buf	4
mux2i	32
clkdlybuf4s50	128
nand2	32
o21ai	32
metrics by stage:
step | setup slack (ns) | utilization (%)
after floorplan | 1.42 | -
after global placement | 0.673 | 55.0
after detailed placement | 0.643 | 55.0
after CTS | 0.636 | 55.0
after global routing | 0.566 | 55.0
final | 0.673 | 55.0
tightest hold or removal path, stage by stage:
cell and delay (ns):
buf_2 0.21, nand2_1 0.09, o21ai_1 0.05, clkdlybuf4s50_1 0.40
metal layers:
metal / vias to the layer above / part of all wire, %
met5: - / 0
met4: 0 / 0.60
met3: 2 / 13
met2: 63 / 53
met1: 520 / 33
li1: 617 / -
power by group:
part | internal (mW) | switching, mW | total [mW] | leakage (nW)
registers | 0 | 0 | 0 | 0
logic | 0.194 | 0.0651 | 0.260 | 0.831
clock network | 0 | 0 | 0 | 0
Power figures rest on the tool's default switching activity, not on a simulated workload.
