==> design/flow/design.v <==
module beqModule (clk,Branch, ZeroFlag, Address, pctoimem,mux2in);
input clk;
input wire Branch;
input wire ZeroFlag;
reg [31:0] PcP4;
input wire [15:0] Address;
reg[31:0] pc=0;
wire PcSrc;
wire [31:0]sign_out;
wire [31:0] add_in;
reg[31:0] add_out;
output wire [31:0]pctoimem;
output wire [31:0] mux2in;
assign mux2in=sign_out;
assign PcSrc = Branch & ZeroFlag;
sign_extend sign_extend(Address,sign_out);
assign add_in = sign_out<<1;
assign pctoimem=pc;
always@(posedge clk)
begin
pc=pc+4;
PcP4=pc;
add_out = PcP4 + add_in;
if(PcSrc==1)
pc=add_out;
end
endmodule
module sign_extend(in,out);
input [15:0] in;
output [31:0] out;
assign out={{16{in[15]}}  , in[15:0]  };
endmodule
==> design/flow/run.sh <==
#!/bin/bash
# OpenROAD 26Q1-2900-gdf79404cd8, Yosys 0.63+post, stock flow scripts
make -C /OpenROAD-flow-scripts/flow DESIGN_CONFIG=/design/flow/config.mk WORK_HOME=/design/flow/orfs finish
==> design/flow/config.mk <==
export PLATFORM = sky130hd
export DESIGN_NAME = beqModule
export DESIGN_NICKNAME = beqModule
export VERILOG_FILES = /design/flow/design.v
export SDC_FILE = /design/flow/constraint.sdc
export NUM_CORES = 4
export LEC_CHECK = 1
export CORE_UTILIZATION = 30
==> design/flow/constraint.sdc <==
current_design beqModule

set clk_period 7.5
set clk_io_pct 0.2

create_clock -name clk0 -period $clk_period [get_ports {clk}]

set non_clock_inputs [all_inputs -no_clocks]
set_input_delay [expr $clk_period * $clk_io_pct] -clock clk0 $non_clock_inputs
set_output_delay [expr $clk_period * $clk_io_pct] -clock clk0 [all_outputs]
==> impl_metrics.toml <==
# flow metrics
[layout]
synthToLayoutAreaGrowth_pct = 26.0
post-route-util_pct = 39.2
most-common-layout-cells = "clkdlybuf4s50_1 (81), a21oi_1 (49), nor2_1 (47), ha_1 (39), xnor2_1 (37)"
lay_top_count = "clkdlybuf4s50_1"
drive_gt1_share_pct = 5.59
largest_register_ffs = 31
fillCellCount = 1076

[yosys]
synth_top_area_share_pct = 17.6
netlist.top_cell.by_area = "dfxtp_1"
netlist_instances = 436
synth_cell_types = 55
yosys_cells = 436
ys_ff = 31
syn_area_mm2 = 0.00341
edf_count = 1
synth_area_per_cell_um2 = 7.81
yosys_area_mm2 = 0.00341
ys.flop_type = "dfxtp_1"
ys_seq_share_pct = 18.5
yosys_warnings = 1
area_leaders = "dfxtp_1 (18%), ha_1 (14%), xnor2_1 (9.5%), buf_4 (7.3%), a21oi_1 (7.2%)"
synthArstFlopShare_pct = 0

[drt]
drt_iter0_drc = 142
via_per_inst = 4.91
wire_per_inst_um = 13.4
num_vias = 3060
antenna_left = 0
antenna_cells = 0
first_pass_iters = 4
drc = 0
drt-total-wl_um = 8370

[clock_tree]
cts_buffers = 5
ctsResizeCount = 0
cts_setup_buffers = 0
cts_htree_levels = 2
clk_path_buf_depth = 2
root_buffer = "clkbuf_16"
clock_latency_ns = 0.28
clock-sinks = 31
cts_tree = "done"
clkTransAtPathRegs_ns = 0.06
holdBufCountCts = 0

[worst_setup_path]
slowest_stage = "clkdlybuf4s50_1"
crit_fanout = 40
required_ns = 6.00
path_cells = "clkdlybuf4s50_1, buf_4, clkdlybuf4s50_1"
worstSetupPathType = "primary input to output pin"
r2r_setup_slack_ns = 3.22
cpPeakStageDelay_ns = 0.55
critPathMostFrequentCell = "clkdlybuf4s50_1"
cp-end-kind = "output pin"
critPathArrivalTime_ns = 2.88
worstSetupStartpointType = "primary input"

[place]
dp_hpwl_um = 6510
gp_congestion = 0.885
port_buffers = 81

[die]
rows = 38
die_w_um = 109
fp_util_pct = 31.1
die_y_um = 109
io-pin-count = 83
die_area_mm2 = 0.0118
fp.coreArea_mm2 = 0.0109

[sta]
fin_crit_sh_pct = 58.4
tns_ns = 0
skew_ns = 0.00596
fin_crit_ns = 4.38
setup_viol = 0
timing.fmax_ghz = 0.228
tightest_slew_ns = 0.574
hold_viol_final = 0
report.final.slew_viol_count = 0
holdWs_ns = 0.552
relSlewSlack_pct = 61.6
grt_setup_unrepaired = "false"

[grt]
grt_usage_pct = 14.9
met1_usage_pct = 22.2
grt_pass1_vias = 2882
grt_pass1_wl_um = 13900
grt.busiest_layer = "met2"
antenna_found_initial = 0
grt_use_met3_pct = 2.58
grt_max_degree = 41
grt.met2_usage_pct = 23.8
overflow = 0

[power_and_ir_drop]
switching_power_mw = 0.766
switching_share_pct = 42.8
power.density_mw_per_mm2 = 418
peakVddDrop_mv = 0.134
p_clk_share_pct = 13.4
p_comb_share_pct = 67.7
internal_power_mw = 1.03
p_leak_nw = 1.76
seq_power_share_pct = 18.9

[flow_run]
maxCapViolations = 0
warnings = 33

[run_status]
status = "complete, no violations"

[worst_hold_path]
min_path_type = "register to register"
[routing by layer]
metal / wire length (um) / part of all wire [%]
met1: 4150 / 50
met5: 0 / 0
met2: 3670 / 44
met4: 76 / 0.91
met3: 469 / 5.6
[cells by family (layout without fill, tap and decap cells)]
logic type | count (synthesis) | in the layout | share of synthesized area [%]
simple gates | 143 | 143 | 20.2
mux | 1 | 1 | 0.331
flops | 31 | 31 | 18.5
fa+ha+maj | 40 | 40 | 14.9
other cells | 1 | 1 | 0.110
buf+inv | 52 | 99 | 9.40
xor+xnor | 54 | 54 | 13.9
compound gates | 114 | 114 | 22.7
[cells in the mapped netlist (7+ instances only)]
library cell and number:
a21oi_1 49, nor2_1 47, ha_1 39, xnor2_1 37
buf_4 33, dfxtp_1 30, nand2_1 30, a21o_1 19
nand3_1 19, xor2_1 17, o21ai_0 13, clkbuf_1 9
and3_1 8, nand2b_1 8, inv_1 7, nor3_1 7
[final cells by class]
class,count,area [um^2],share of cell area [%]
clock buffers,6,139,3.24
clock inverters,2,35.0,0.817
inverters,8,30.0,0.700
multi-input cells,353,2450,57.2
flip-flops and latches,31,631,14.7
well taps,140,175,4.08
repair buffers,83,826,19.2
[stage by stage]
stage / setup slack, ns / power (mW) / area [um^2] / instances
final: 3.12 / 1.79 / 4290 / 623
after global routing: 2.84 / 1.97 / 4290 / 623
after CTS: 3.09 / 1.80 / 4290 / 623
after detailed placement: 2.92 / 1.54 / 4120 / 615
after global placement: 3.01 / 1.55 / 4120 / 615
after floorplan: 3.73 / 1.19 / 3410 / 436
[power groups by stage]
stage / Sequential (mW) / Combinational, mW / Clock, mW
6_report: 0.339 / 1.21 / 0.240
5_1_grt: 0.355 / 1.36 / 0.256
4_1_cts: 0.340 / 1.22 / 0.246
[worst max-delay path: cells and delay by family]
| family | cells | cell delay (ns) |
|---|---|---|
| buffers and inverters | 3 | 1.37 |
[worst paths after layout]
path         depth (start not counted)         from          to
max                                  3  Address[15]  mux2in[26]
min                                  1        pc[2]       pc[2]
max reg2reg                         16        pc[6]      pc[31]
min reg2reg                          1        pc[2]       pc[2]
No activity file was given, so power comes from the tool's default toggle rates.
