==> flow/design.v <==
module PC(clk,pc,pctoimem,PcP4);
input clk;
input[31:0]pc;
output reg[31:0]pctoimem;
output reg[31:0]PcP4;
always@(posedge clk)
begin
pctoimem=pc;
PcP4=pctoimem+4;
PC=pc;
end
endmodule
==> flow/run.sh <==
#!/bin/bash
# OpenROAD 26Q1-2900-gdf79404cd8, Yosys 0.63+post, stock flow scripts
make -C /OpenROAD-flow-scripts/flow DESIGN_CONFIG=/design/flow/config.mk WORK_HOME=/design/flow/orfs finish
==> flow/config.mk <==
export PLATFORM = sky130hd
export DESIGN_NAME = PC
export DESIGN_NICKNAME = PC
export VERILOG_FILES = /design/flow/design.v
export SDC_FILE = /design/flow/constraint.sdc
export NUM_CORES = 4
export LEC_CHECK = 1
export CORE_AREA = 10 10 110 110
export DIE_AREA = 0 0 120 120
==> flow/constraint.sdc <==
current_design PC

set clk_period 7.2
set clk_io_pct 0.2

create_clock -name clk0 -period $clk_period [get_ports {clk}]

set non_clock_inputs [all_inputs -no_clocks]
set_input_delay [expr $clk_period * $clk_io_pct] -clock clk0 $non_clock_inputs
set_output_delay [expr $clk_period * $clk_io_pct] -clock clk0 [all_outputs]
==> summary.txt <==
run metrics: outcome completed, Die X around 120 um, P&R area growth vs syn 69.6%, cells in synth_stat.txt 150, Synth Seq Share 66.5%, Initial Utilization between 10% and 20%, first-pass GRT wire length around 8500 um, max cap viols 0, global route total overflow 0, worst hold start pc[1], post_cts resized 0, CTS buffer count 9, initial antenna violation count 0, crit end category flop, Die Area 14400 sq um, Layout fillers 999, Top Ports 97, critical path class primary input to flop, synthesized area about 1900 sq um, max_slew headroom a little over two thirds, Power Total between 700 and 800 uW, fin cells 393, leakage 1.17 nW, Tool Warnings 25, number of setup buffers added after CTS 0, Synth area leader dfxtp_1, vias in the first global route between 1000 and 1500, Cells after Synth about 150, Root Driver clkbuf_8, global-route usage over all layers ~7.5%, Die Ht roughly 120 um, launch point of the critical path pc[3], final tally of max-slew violations 0, remaining antenna violation count 0, Final Hold Fails 0, Tmin final slightly below 3 ns, maximum clock rate between 300 and 400 MHz, ANT cells 0, CTS clk-pin slew, worst paths approximately 0.070 ns, Finished Core Util 32.4%, CP startpoint kind primary input, WL/cell about 14 um, top cells by area dfxtp_1 66%, xnor2_1 12%, nand4_1 4.0%, GRT met1 Usage between 8 and 9%, num rows 36, FF+latch area roughly 1200 sq um, Post-Route WL around 5500 um, Syn Area/Cell approximately 12 sq um, routing usage on met3 under 10%, Setup violations, final 0, TritonCTS clock tree yes, Placed Instances roughly 380, met2 usage 12.5%, RSZ-0062 raised after global routing false, # hold bufs at CTS 0, DR pass1 iterations 4, IO buf count roughly 96, Yosys warnings 3, routed vias 1412, core area ~9800 sq um, VDD IR-drop max 0.0796 mV, GR peak layer met2, worst-path maximum fanout 10, Cell Pwr Density 229 nW/um^2, dpl hpwl around 4500 um, path type of the worst min-delay path primary input to flop, CP required ~7.4 ns, Yosys chip area 1870 sq um, H-Tree Depth 3, GP Congestion roughly 0.74, Yosys top cell area share between 60% and 70%, Combinational Area just under 600 sq um, Crit path arrival time ~3.1 ns, share of layout cells above drive strength 1 roughly 8.5%, routed vias/inst 3.59, 1st-iter DRT viols roughly 58, CTS Buffer Depth 2, post-synth cell types 20, period utilisation layout between 40% and 50%, largest net degree at the start of global routing 12, Worst Tran Pin Value 0.444 ns, setup TNS 0 ns, DR DRC count 0, clk sinks 62, Synth flops 62
routing by layer:
layer | vias up | part of all wire, %
li1 | 721 | -
met1 | 627 | 41
met2 | 54 | 48
met3 | 10 | 9.0
met4 | 0 | 1.8
met5 | - | 0
stage by stage:
| step | setup slack (ns) | hold WS, ns | area, sq um |
|---|---|---|---|
| final | 4.31 | 1.55 | 3170 |
| after global routing | 4.15 | 1.53 | 3170 |
| after CTS | 4.28 | 1.52 | 3170 |
| after detailed placement | 3.91 | 1.90 | 2980 |
| after global placement | 3.95 | 1.89 | 2980 |
| after floorplan | 4.79 | 1.47 | 1870 |
worst paths after layout:
| check | depth (start not counted) | end |
|---|---|---|
| hold / removal | 1 | PcP4[1] |
| setup / recovery | 6 | PcP4[30] |
cell type report:
class,count,area share [%]
Clock buffer,12,4.90
Clock inverter,4,0.988
Inverter,4,0.474
Multi-Input combinational cell,82,18.8
Sequential cell,62,39.2
Tap cell,133,5.26
Timing Repair Buffer,96,30.4
registers in the layout (all words and copies together) (netlist names):
name	count
pctoimem	30
PcP4	32
Yosys cell counts:
cell type   n
nand3_1     9
inv_1       4
nand4_1    12
nor2_2      2
nor4_4      1
and3_1      4
and4_1      1
nand4b_1    2
nand4_2     1
nand2_1    11
nor3_2      1
nor4_1      2
xor2_1      3
nor2_1      5
nor3_4      1
dfxtp_1    62
buf_4       2
nand4_4     1
xnor2_1    25
ha_1        1
critical path, stage by stage:
cell	delay, ns
clkdlybuf4s50_1	0.57
ha_1	0.26
nand3_1	0.14
nor2_2	0.38
nand4b_1	0.18
xnor2_1	0.15
cell usage in the layout (no fill, tap or decap), types with 2 or more instances in the layout:
cell type | netlist | final
and3_1 | 4 | 4
clkbuf_8 | 0 | 11
clkdlybuf4s50_1 | 0 | 96
clkinvlp_4 | 0 | 3
dfxtp_1 | 62 | 62
inv_1 | 4 | 4
nand2_1 | 11 | 11
nand3_1 | 9 | 9
nand4_1 | 12 | 12
nand4b_1 | 2 | 2
nor2_1 | 5 | 5
nor2_2 | 2 | 2
nor4_1 | 2 | 2
xnor2_1 | 25 | 25
xor2_1 | 3 | 3
cells by family after synthesis:
| logic type | synth area share, % |
|---|---|
| xor+xnor | 13.1 |
| simple gates | 18.1 |
| fa+ha+maj | 0.670 |
| buf+inv | 1.61 |
| flops | 66.5 |
where the power goes:
part / internal, mW / switching, mW
clock network: 0.144 / 0.134
logic: 0.0544 / 0.0241
registers: 0.363 / 0.00456
Power is estimated from default activity; no workload was simulated.
